--- /design/flow/design.v ---
`timescale 1ns / 1ps
package opcodes; 
  typedef enum logic [2:0] {HLT, SKZ, ADD, AND, XOR, LDA, STO, JMP} opcode_t;
endpackage:opcodes
`timescale 1ns / 1ps
module counter (input logic [4:0] data,
                input logic rst, load_pc, enable, clk,
                output logic [4:0] count);
  always@(posedge clk or negedge rst) 
    if (!rst)
      count <= 0;  
    else if (load_pc)
    count <= data; 
    else if (enable)
    count <= count + 1;
endmodule
--- /design/flow/run.sh ---
#!/bin/bash
# OpenROAD 26Q1-2900-gdf79404cd8, Yosys 0.63+post, stock flow scripts
make -C /OpenROAD-flow-scripts/flow DESIGN_CONFIG=/design/flow/config.mk WORK_HOME=/design/flow/orfs finish
--- /design/flow/config.mk ---
export PLATFORM = sky130hd
export DESIGN_NAME = counter
export DESIGN_NICKNAME = counter
export VERILOG_FILES = /design/flow/design.v
export SDC_FILE = /design/flow/constraint.sdc
export NUM_CORES = 4
export LEC_CHECK = 1
export CORE_AREA = 10 10 70 70
export DIE_AREA = 0 0 80 80
--- /design/flow/constraint.sdc ---
current_design counter

set clk_period 1.6
set clk_io_pct 0.2

create_clock -name clk0 -period $clk_period [get_ports {clk}]

set non_clock_inputs [all_inputs -no_clocks]
set_input_delay [expr $clk_period * $clk_io_pct] -clock clk0 $non_clock_inputs
set_output_delay [expr $clk_period * $clk_io_pct] -clock clk0 [all_outputs]
==> out/results.txt <==
Hold Fails Final Rpt: 0
Worst path max stage delay: 0.51 ns
Die Area: 6400 sq um
P_int: 0.305 mW
Ys Warns: 1
fraction of layout cells with a size suffix above 1: 14.3%
FMAX: 670 MHz
RSZ-0062 raised after global routing: false
routed vias/inst: 2.72
total CTS buffers: 3
cycle use final: 93.3%
Buf/Inv on CP: 1
critical path cell sequence: clkdlybuf4s50_1
Worst EP arrival: 1.17 ns
Synth Instances: 24
endpoints failing setup: 0
Port Buffer Count: 13
Setup Skew: 0.00258 ns
average size of a mapped cell: 10.4 sq um
H-tree depth: 1
CP endpoint kind: output pin
clk buf depth: 2
yosys cell count: 24
Area leader share: 50.3%
Final min period: 1.49 ns
post-cts sizing count: 0
DR iter-0 viols: 5
worst r2r src: count[0]
first-pass GRT wire length: 1410 microns
Antenna Cells: 0
sequential power share: 40.0%
Worst EP required: 1.28 ns
CTS tree: built
power share of the clock group: 36.7%
grt ovf: 0
Synth area leader: dfrtp_1
reg2reg path depth: 4
status: completed
Max Cap Viol: 0
Slew headroom: 84.5%
Power Density: 862 nW/um^2
Top Ports: 14
Reg with most FFs: count
Core Rows: 21
Log Warnings: 25
switching pwr: 0.104 mW
CTS sink cnt: 5
Largest regs: count (5)
gpl congestion: 0.739
drt pass-1 iters: 2
synth-to-layout area growth: 90.5%
combinational share of power: 23.3%
top cells by area: dfrtp_1 (50%), nand2_1 (7.5%), xnor2_1 (7.0%)
DRC errors left: 0
Via Count: 239
sequential area share after synthesis: 50.3%
r2r setup slk: 0.51 ns
Syn Std Cell Area: 249 sq um
distinct lib cells: 11
Max IR drop VDD: 338 uV
GRT Total Usage: 2.95%
yosys stat area: 249 sq um
Root Buffer: clkbuf_4
largest net degree at the start of global routing: 9
number of global-route vias before repair: 301
switching share of power: 25.4%
hold buffers post-CTS: 0
Final HPWL DP: 658 microns
Worst-Skew Late Latency: 0.25 ns
core area: 3420 sq um
Chip Width: 80 microns
Worst Hold Class: primary input to async pin
fin. max-slew vios: 0
ANT nets after route: 0
drt total wl: 810 microns
PnR Total Power: 0.409 mW
slowest library cell on the worst path: clkdlybuf4s50_1
initial antenna violation count: 0
Die Ht: 80 microns
Seq cells post-synth: 5
crit path kind: flop to output pin
worst slew pin tran: 0.232 ns
Leakage: 0.180 nW
Worst-path clk slew: 0.05 ns
Hold Slack: 0.297 ns
FP Util: 7.29%
Crit Path Max Fanout: 4
max reg flops: 5
TNS Setup: 0 ns
CP Launch Type: flop
critical path's top delay family: buffers and inverters
Final Util: 13.9%
r2r endpoint: count[4]
Setup Fix Bufs, Post-CTS: 0
drt wl/cell: 9.20 microns
[cells in the final DEF (no fill, tap or decap)]
cell type         n
o21ai_0           3
dfrtp_1           5
nand4_1           2
o21ai_1           1
clkbuf_4          3
ha_1              1
clkbuf_1          1
clkdlybuf4s50_1  13
xnor2_1           2
mux2_2            1
nand2_1           5
xor2_1            2
mux2i_1           1
buf_4             2
[per-layer routing]
metal	routed length, microns	vias up	share of wire [%]	GRT usage (%)
li1	-	118	-	-
met1	536	105	66	4.77
met2	190	16	23	2.89
met3	84	0	10	2.16
met4	0	0	0	0.176
met5	0	-	0	0
[through the flow]
| step | worst slack (ns) | cell area [sq um] | cells |
|---|---|---|---|
| floorplan | 0.587 | 249 | 24 |
| global placement | 0.180 | 448 | 84 |
| detailed placement | 0.150 | 448 | 84 |
| CTS | 0.0884 | 474 | 88 |
| global route | 0.0435 | 474 | 88 |
| finish | 0.107 | 474 | 88 |
[power by group through the flow]
stage	clock, mW	sequential (mW)	combinational (mW)
4_1_cts	0.155	0.164	0.0972
5_1_grt	0.165	0.167	0.109
6_report	0.150	0.164	0.0953
[kinds of logic (layout without fill, tap and decap cells)]
| group | after synthesis | count (layout) | share of synthesized area (%) |
|---|---|---|---|
| AOI/OAI and AO/OA | 4 | 4 | 8.04 |
| xor gates and xnor gates | 4 | 4 | 14.1 |
| adders and majority gates | 1 | 1 | 5.02 |
| buffers and inverters | 1 | 19 | 1.51 |
| DFF | 5 | 5 | 50.3 |
| muxes | 2 | 2 | 8.54 |
| and+or+nand+nor | 7 | 7 | 12.6 |
[final cells by class]
cell class	count	area, sq um
tap	46	57.6
clock buffer	4	26.3
fill	394	2940
sequential	5	125
timing repair buffer	15	145
multi-input combinational	18	120
[cell usage after synthesis (all sizes together)]
cell    number
nand4        2
xnor2        2
o21ai        4
clkbuf       1
mux2         1
ha           1
dfrtp        5
nand2        5
xor2         2
mux2i        1
[how the worst max path moves through the flow]
stage | start | end | cells after the start
CTS | count[2] | count[2] | 1
global route | count[2] | count[2] | 1
finish | count[2] | count[2] | 1
Power is estimated from default activity; no workload was simulated.
