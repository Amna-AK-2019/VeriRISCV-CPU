$ cat /design/flow/config.mk
export PLATFORM = sky130hd
export DESIGN_NAME = register
export DESIGN_NICKNAME = register
export VERILOG_FILES = /design/flow/design.v
export SDC_FILE = /design/flow/constraint.sdc
export NUM_CORES = 4
export LEC_CHECK = 1
export CORE_AREA = 10 10 70 70
export DIE_AREA = 0 0 80 80
$ cat /design/flow/constraint.sdc
current_design register

set clk_period 1.5
set clk_io_pct 0.2

create_clock -name clk0 -period $clk_period [get_ports {clk}]

set non_clock_inputs [all_inputs -no_clocks]
set_input_delay [expr $clk_period * $clk_io_pct] -clock clk0 $non_clock_inputs
set_output_delay [expr $clk_period * $clk_io_pct] -clock clk0 [all_outputs]
$ cat /design/flow/design.v
`timescale 1ns / 1ps
package opcodes; 
  typedef enum logic [2:0] {HLT, SKZ, ADD, AND, XOR, LDA, STO, JMP} opcode_t;
endpackage:opcodes
`timescale 1ns / 1ps
module register (input logic [7:0] data_in,    
                 input logic rst, clk, enable,
                 output logic [7:0] out);
  always_ff @(posedge clk or negedge rst)
    if (!rst)
      out <= 0;
    else if (enable)   
      out <= data_in;  
endmodule
$ cat /design/flow/run.sh
#!/bin/bash
# OpenROAD 26Q1-2900-gdf79404cd8, Yosys 0.63+post, stock flow scripts
make -C /OpenROAD-flow-scripts/flow DESIGN_CONFIG=/design/flow/config.mk WORK_HOME=/design/flow/orfs finish
==> run summary <==
status -> completed
worst vdd ir -> 350 uV
clock transition at the registers of the reported paths -> 0.05 ns
register area share after synthesis -> 60.4%
synthesized area -> 332 um2
vias -> 225
number of I/O port buffers -> 18
final critical-path required period -> 1.39 ns
Tot Pwr -> 536 uW
Final GP Congestion -> 0.746
reg2reg end -> out[3]$_DFFE_PN0P_
RR Startpoint -> out[3]$_DFFE_PN0P_
Yosys cell types -> 3
root buffer cell -> clkbuf_4
metal2 WL -> 354 um
Inst Count DP -> 82
Final Hold Fails -> 0
GR Overflow Total -> 0
most flop-heavy register -> out
drt pass-1 iters -> 2
static leakage -> 0.000258 uW
largest net degree at the start of global routing -> 9
Fmax -> 718 MHz
Starting DRT DRC Count -> 4
hold buffer count at cts -> 0
Final ANT Viol Nets -> 0
Met1 Wirelength -> 425 um
top sig layer -> met3
Crit path largest cell delay -> 0.48 ns
WS Path Type -> reg2out
# H-tree levels -> 1
relative slew slack -> 75.4%
setup_tns -> 0 ns
critical path capture point type -> output pin
Final Max Slew Viols -> 0
non-filler cells, final -> 85
Area leader share -> 60.4%
Arr. time, crit path -> 1.09 ns
DRC -> 0
Setup Buffers After CTS -> 0
Hold Worst Slack -> 0.324 ns
Top Registers -> out x8
# setup viols final -> 0
CTS tree -> yes
setup ws final -> 0.107 ns
top cells by count -> 8 x dfrtp_1, 8 x mux2_4, 1 x buf_6
DRT Wirelength -> 928 um
Avg Synthesized Cell Area -> 19.5 um2
pwr dens -> 881 nW/um2
die width -> 80 um
Worst-Skew Late Latency -> 0.25 ns
CP max FO -> 2
Initial Util -> 9.71%
placeable core area -> 3420 um2
initial antenna violation count -> 0
Top cells by area -> dfrtp_1 60%, mux2_4 36%, buf_6 3.4%
Tcrit/Tclk final -> 92.9%
yosys cell count -> 17
CTS Buffer Depth -> 2
Post-synth EDFFs -> 0
crit path buf inv count -> 1
CP Cell Sequence -> clkdlybuf4s50_1
# diodes -> 0
total track usage -> 3.09%
wire length on met3 -> 148 um
Layout Skew -> 0 ns
drt via density -> 2.65
critical path startpoint category -> flip-flop
Die Area -> 6400 um2
vias in the first global route -> 251
Die Ht -> 80 um
Final HPWL DP -> 776 um
Synth flops -> 8
row cnt -> 21
worst hold path type -> in2async
layout cell share with drive strength beyond 1 -> 33.3%
Area Growth Syn to Fin -> 83.4%
Slew @ Worst Pin -> 0.368 ns
count of tool warnings -> 28
Syn. warnings -> 1
post-synthesis instance total -> 17
asr flop ratio synth -> 100%
RSZ-0062 raised after global routing -> false
# fillers -> 382
Setup WS pre-CTS -> 0.107 ns
Max-Cap Viols -> 0
clock sink total -> 8
R2R depth -> 1
cell taking the most area after synthesis -> dfrtp_1
Max stage delay cell, worst path -> clkdlybuf4s50_1
YS chip area -> 332 um2
Ports -> 19
Req. time, crit path -> 1.20 ns
R2R setup slack -> 0.73 ns
most used flip-flop cell -> dfrtp_1
global-route wire length before repair -> 1.45 mm
Resized Gates After CTS -> 0
TritonCTS Buffers -> 3
delay-heaviest family, CP -> buffers and inverters
Wirelength per Cell -> 10.9 um
Largest register FFs -> 8
## layout by cell type, fill, tap and decap left out
| cell | netlist | routed |
|---|---|---|
| clkdlybuf4s50_1 | 0 | 18 |
| mux2_4 | 8 | 8 |
| dfrtp_1 | 8 | 8 |
| clkbuf_4 | 0 | 3 |
| buf_12 | 0 | 1 |
| buf_4 | 0 | 1 |
## area by class of cell
cell class                      instances  area [um2]  share of cell area [%]
Clock buffer                            3        22.5                    3.70
Sequential cell                         8         200                    32.9
Multi-Input combinational cell          8         120                    19.8
Tap cell                               46        57.6                    9.47
Timing Repair Buffer                   20         208                    34.2
## power breakdown
group / switching [uW] / internal, uW
Combinational: 23.2 / 95.5
Sequential: 13.7 / 238
Clock: 74.0 / 91.6
## kinds of logic (layout without fill, tap and decap cells)
| family | Yosys count | in the layout | synth area share, % |
|---|---|---|---|
| flops | 8 | 8 | 60.4 |
| mux | 8 | 8 | 36.2 |
| buf+inv | 1 | 23 | 3.40 |
## metal layers
metal,GRT usage [%],vias to the layer above
met5,0,-
met4,0.352,0
met3,2.73,0
met2,3.85,17
met1,3.98,103
li1,-,105
## through the flow
| stage | area (um2) | utilization (%) |
|---|---|---|
| after floorplan | 332 | - |
| after global placement | 586 | 17.1 |
| after detailed placement | 586 | 17.1 |
| after CTS | 608 | 17.8 |
| after global routing | 608 | 17.8 |
| final | 608 | 17.8 |
## worst max path at each step
| stage | start | to | slack (ns) | cells after the start |
|---|---|---|---|---|
| final | out[7]$_DFFE_PN0P_ | out[7] | 0.11 | 1 |
| after global routing | out[2]$_DFFE_PN0P_ | out[2] | 0.05 | 1 |
| after CTS | out[2]$_DFFE_PN0P_ | out[2] | 0.08 | 1 |
Power and IR drop assume default switching activity.
